==> /design/flow/design.v <==
`timescale 1ns / 1ns
module flash_driver#(
    parameter                                   BLOCK_SIZE         = 64*1024,     
    parameter                                   PAGE_SIZE          = 256   ,     
    parameter                                   BLCOK_WIDTH        = $clog2(BLOCK_SIZE) 
)
(
    input                                       clk                 ,
    input                                       rst                 ,
    output                                      spi_sck             ,
    output reg                                  spi_cs              ,
    output                                      spi_sdo             ,
    input                                       spi_sdi             ,
    input                                       flash_start         ,
    input                                       flash_wr_rd         , 
    input              [BLCOK_WIDTH-1: 0]       flash_length        , 
    input              [23: 0]                  flash_addr          , 
    input              [7: 0]                   flash_wr_data       ,
    output reg                                  flash_wr_req        , 
    output reg         [7: 0]                   flash_rd_data       ,
    output reg                                  flash_rd_vld        ,
    output                                      flash_busy           
);
    localparam                                  WR_EN_CMD          = 8'h06 ; 
    localparam                                  RD_STATUS_CMD      = 8'h05 ; 
    localparam                                  RD_DATA_CMD        = 8'h03 ; 
    localparam                                  PP_WR_CMD          = 8'h02 ; 
    localparam                                  BERASE_CMD         = 8'hd8 ; 
    reg                [23: 0]                  flash_addr_d0       ;
    reg                [23: 0]                  flash_wr_addr       ;
    reg                [BLCOK_WIDTH-1: 0]       flash_length_d0     ;
    reg                [3: 0]                   bit_cnt             ;
    reg                [BLCOK_WIDTH: 0]       byte_cnt            ;
    reg                [31: 0]                  wr_data             ;
    reg                                         wr_busy             ;
    reg                                         rd_busy             ;
    reg                                         block_erase_done    ; 
    reg                                         flash_wr_req_r      ;
    reg                [BLCOK_WIDTH-1: 0]       wr_length           ;
    reg                                         spi_cs_down         ;
    always @(posedge clk )
        begin
            if(flash_start) begin
                flash_addr_d0 <= flash_addr;
                flash_length_d0 <= flash_length;
        end
            else begin
                flash_addr_d0 <= flash_addr_d0;
                flash_length_d0 <= flash_length_d0;
        end
        end
    always @(posedge clk )
        begin
            if(rst) begin
                bit_cnt <= 0;
        end
            else if(bit_cnt == 7) begin
                bit_cnt <= 0;
        end
            else if(spi_cs) begin
                bit_cnt <= 0;
        end
            else begin
                bit_cnt <= bit_cnt +1;
        end
        end
    always @(posedge clk )
        begin
            if(rst) begin
                byte_cnt <= 0;
        end
            else if(cur_state != next_state) begin
                byte_cnt <= 0;
        end
            else if(bit_cnt == 7) begin
                byte_cnt <= byte_cnt +1;
        end
            else begin
                byte_cnt <= byte_cnt;
        end
        end
    assign                                      spi_sck            = ~(clk & ~spi_cs); 
    assign                                      spi_sdo            = wr_data[31];
    always @(posedge clk )
        begin
            if(rst) begin
                wr_busy <= 0;
                rd_busy <= 0;
        end
        else if(cur_state == IDLE) begin
                wr_busy <= 0;
                rd_busy <= 0;
        end
            else if(flash_wr_rd) begin
                wr_busy <= 0;
                rd_busy <= 1;
        end
            else if(~flash_wr_rd) begin
                wr_busy <= 1;
                rd_busy <= 0;
        end
            else begin
                wr_busy <= wr_busy;
                rd_busy <= rd_busy;
        end
        end
    assign                                      flash_busy         = wr_busy || rd_busy;
    localparam                                  IDLE               = 6'b000000;
    localparam                                  RD_STATUS          = 6'b000001;
    localparam                                  WR_EN              = 6'b000010;
    localparam                                  BERASE             = 6'b000100;
    localparam                                  PP_WR              = 6'b001000;
    localparam                                  RD_DATA            = 6'b010000;
    localparam                                  END                = 6'b100000;
    reg                [5: 0]                   cur_state           ;
    reg                [5: 0]                   next_state          ;
    always @(posedge clk )
        begin
            if(rst)
                cur_state <= IDLE;
            else 
                cur_state <= next_state;
        end
    always @( * ) begin
            case(cur_state)
                IDLE:
        begin
            if(flash_start)
                next_state <= RD_STATUS        ;
            else 
                next_state <= IDLE;
        end
                RD_STATUS:
        begin
            if(byte_cnt >= 1 && bit_cnt == 7 && ~spi_sdi && wr_busy) begin
                next_state <= WR_EN;
        end
            else if(byte_cnt >= 1 && bit_cnt == 7 && ~spi_sdi && rd_busy) begin
                next_state <= RD_DATA;
        end
            else 
                next_state <= cur_state;
        end
                WR_EN:
        begin
            if(bit_cnt == 7 && ~block_erase_done) begin
                next_state <= BERASE;
        end
            else if(bit_cnt == 7 && block_erase_done) begin
                next_state <= PP_WR;
        end
            else 
                next_state <= cur_state;
        end
                BERASE:
        begin
            if(byte_cnt == 3 && bit_cnt == 7) begin
                next_state <= RD_STATUS;
        end
            else 
                next_state <= cur_state;
        end
                PP_WR:
        begin
            if(byte_cnt == wr_length + 3 && bit_cnt == 7) begin
                next_state <= END;
        end
            else if(byte_cnt == PAGE_SIZE +3 && bit_cnt == 7) begin
                next_state <= RD_STATUS;
        end
        end
                RD_DATA:
        begin
            if(byte_cnt == flash_length_d0 +3 && bit_cnt == 7) begin
                next_state <= END;
        end
            else 
                next_state <= cur_state;
        end
                END:
        begin
                next_state <= IDLE;
        end
                default: next_state <= IDLE;
        endcase
        end
    always @(posedge clk) begin
            if(cur_state != next_state)
                spi_cs_down <= 1;
            else 
                spi_cs_down <= 0;
        end
    always @(posedge clk) begin
            if(rst)
                spi_cs <= 1;
            else if(cur_state == IDLE || cur_state == END)
                spi_cs <= 1;
            else if(cur_state != next_state)
                spi_cs <= 1;
            else if(spi_cs_down)
                spi_cs <= 0;
        end
    always @(posedge clk )
        begin
            if(rst) begin
                block_erase_done <= 0;
        end
            else if(BERASE && byte_cnt==3 && bit_cnt == 7) begin
                block_erase_done <= 1;
        end
            else if(cur_state == IDLE || cur_state == END) begin
                block_erase_done <= 0;
        end
            else begin
                block_erase_done <= block_erase_done;
        end
        end
    always @(posedge clk )
        begin
            if(rst) begin
                wr_length <= 0;
                flash_wr_addr <= 0;
        end
            else if(flash_start) begin
                wr_length <= flash_length;
                flash_wr_addr <= flash_addr;
        end
            else if(cur_state == PP_WR && byte_cnt == PAGE_SIZE +3 && bit_cnt == 7) begin
                wr_length <= wr_length -PAGE_SIZE;
                flash_wr_addr <= flash_wr_addr + PAGE_SIZE;
        end
            else begin
                wr_length <= wr_length;
                flash_wr_addr <= flash_wr_addr;
        end
        end
    always @(posedge clk )
        begin
            if(rst) begin
                wr_data <= 0;
        end
            else if(cur_state == RD_STATUS && spi_cs) begin
                wr_data <= {RD_STATUS_CMD,24'b0};
        end
            else if(cur_state == WR_EN && spi_cs) begin
                wr_data <= {WR_EN_CMD,24'b0};
        end
            else if(cur_state == BERASE && spi_cs) begin
                wr_data <= {BERASE_CMD,flash_addr_d0};
        end
            else if(cur_state == PP_WR && spi_cs) begin
                wr_data <= {PP_WR_CMD,flash_wr_addr};
        end
            else if(cur_state == RD_DATA && spi_cs) begin
                wr_data <= {RD_DATA_CMD,flash_addr_d0};
        end
            else if(flash_wr_req_r) begin
                wr_data <= {flash_wr_data,24'b0};
        end
            else if(~spi_cs)begin
                wr_data <= wr_data<<1;
        end
            else 
                wr_data <= wr_data;
        end
    always @(posedge clk )
        begin
            if(rst) begin
                flash_wr_req <= 0;
        end
            else if(cur_state == PP_WR && byte_cnt >=3 && bit_cnt == 5
                                        && byte_cnt != PAGE_SIZE+3 && byte_cnt != wr_length +3) begin
                flash_wr_req <= 1;
        end
            else begin
                flash_wr_req <= 0;
        end
        end
    always @(posedge clk )
        begin
                flash_wr_req_r <= flash_wr_req;
        end
    always @(posedge clk) begin
            if(~spi_cs)
                flash_rd_data <= {flash_rd_data[6:0],spi_sdi};
            else 
                flash_rd_data <= flash_rd_data;
        end
    always @(posedge clk) begin
            if(cur_state == RD_DATA && bit_cnt == 7 && byte_cnt > 3)
                flash_rd_vld <= 1'b1;
            else 
                flash_rd_vld <= 0;
        end
        endmodule
==> /design/flow/run.sh <==
#!/bin/bash
# OpenROAD 26Q1-2900-gdf79404cd8, Yosys 0.63+post, stock flow scripts
make -C /OpenROAD-flow-scripts/flow DESIGN_CONFIG=/design/flow/config.mk WORK_HOME=/design/flow/orfs finish
==> /design/flow/config.mk <==
export PLATFORM = sky130hd
export DESIGN_NAME = flash_driver
export DESIGN_NICKNAME = flash_driver
export VERILOG_FILES = /design/flow/design.v
export SDC_FILE = /design/flow/constraint.sdc
export NUM_CORES = 4
export LEC_CHECK = 1
export CORE_UTILIZATION = 50
==> /design/flow/constraint.sdc <==
current_design flash_driver

set clk_period 4.8
set clk_io_pct 0.2

create_clock -name clk0 -period $clk_period [get_ports {clk}]

set non_clock_inputs [all_inputs -no_clocks]
set_input_delay [expr $clk_period * $clk_io_pct] -clock clk0 $non_clock_inputs
set_output_delay [expr $clk_period * $clk_io_pct] -clock clk0 [all_outputs]
==> results.txt <==
fresh numbers from the pnr run: Final Skew roughly 0.0084 ns, outcome completed, Cells after DPL 1,073, vias in the first global route 6,035, endpoints left unconstrained 6, post-layout util a little over 60%, Setup crit end kind output pin, Distinct cells, synth ~64, detailed-route DRC error count 0, Async SR Flop Fraction 0%, most common cell in the synthesized netlist dfxtp_1, Synth top area share between 20% and 30%, final hold vios 0, Yosys Instances 847, number of flops mapped to enable cells by yosys between 40 and 50, leakage power 3.34 nW, CTS tree yes, Chip Area, Yosys 7920 sq um, chip area approximately 16,000 sq um, Iter 0 DRT Violations 427, Area Overhead vs Synth 17.2%, largest net degree at the start of global routing approximately 60, GRT Total Usage 25.4%, Hold Path Class flip-flop to flip-flop, register pins left without a clock 6, top cells by area dfxtp_1 27%, edfxtp_1 18%, xnor2_1 4.6%, GRT overflow 0, port bufs 66, Worst Path Required 3.84 ns, Final Max Tran Viols 0, syn avg cell area 9.35 sq um, GPL Wtd Cong about 0.93, Die Y 128 microns, clock-pin slew on the worst setup and hold paths 0.06 ns, Simple-Gate Area Share 19.7%, total number of vias 6,411, share of layout cells above drive strength 1 under 10%, Slew headroom 51.9%, Synth Area in Compound Gates 16.3%, crit path kind clock port to output pin, first-pass GRT wire length between 30,000 and 40,000 microns, crit-path max cell delay between 0.4 and 0.5 ns, xor/xnor share 8.85%, I/O Pins 67, Post-DRT Antenna Nets 0, worst hold slack 0.373 ns, actual slew at the worst max-slew pin 0.721 ns, std cell rows 45, Detail Placement HPWL approximately 13,000 microns, Cell Area, Placed about 8700 sq um, Post-synth top cells 107 x dfxtp_1, 85 x nor2_1, 61 x nand2_1, 55 x clkbuf_1, 49 x a21oi_1, CP Launch Type clock port, Layout Cells excl Fill 1,108, Top logic family simple AND/OR/NAND/NOR gates, antenna violations before repair 0, fp_density roughly half, CP Max Fanout 2, Top cell by count, worst path clkbuf_16, ys flop type dfxtp_1, n_diodes 0, Hold Buf Count CTS 0, max-cap viol count 0, core area between 15,000 and 20,000 sq um, pwr/cell area approximately 330 nW/um^2, unrepaired setup endpoints after global routing no, Cell Area, Synth 7920 sq um, Critical Path, Cell by Cell clkbuf_16 > clkbuf_16 > nand2_1 > clkdlybuf4s50_1, Peak supply drop 287 uV, Syn Inst Count roughly 850, CP max-delay cell clkdlybuf4s50_1, fill count 1,280, Flops after synth 161, Die Width roughly 130 microns, Wirelength per Cell ~17 microns, tool warnings 31, wirelength, routed between 15,000 and 20,000 microns, clk latency late pin about 0.53 ns, Setup TNS 0 ns, post-CTS setup buffers 0, Adder Share, Synth 1.42%, synth warn 1, CTS-repair resized insts 0, CP arrival 3.17 ns, detailed-router iteration count before antenna repair 5, mux cell area share after synthesis between 3 and 4%, Finished Cell Area 9280 sq um, # setup viols final 0, DR vias/cell 5.79, post-synth top area cell dfxtp_1
## layout make-up
| type | instances | area (sq um) | area share, % |
|---|---|---|---|
| clock inverter | 14 | 111 | 1.20 |
| sequential | 161 | 3670 | 39.6 |
| tap | 211 | 264 | 2.84 |
| inverter | 20 | 75.1 | 0.809 |
| multi-input combinational | 605 | 3930 | 42.3 |
| timing repair buffer | 75 | 718 | 7.74 |
| clock buffer | 22 | 514 | 5.54 |
## cells in the final DEF, fill, tap and decap left out, types with 4 or more instances in the layout
cell and n:
a222oi_1 6, and2_1 4, o21ai_0 43, nand2_1 61
and3_1 11, or3_1 8, edfxtp_1 48, nand3_1 28
nand4_1 14, nor4_1 16, nand3b_1 6, inv_1 19
xor2_1 38, mux2i_1 27, nor2b_1 13, inv_6 5
nor2_1 85, a22oi_1 17, and4_1 6, buf_4 11
xnor2_1 42, a22o_1 26, a21oi_1 49, nand2b_1 9
dlxtn_1 6, a211oi_1 18, nor3_1 12, a221oi_1 4
clkdlybuf4s50_1 64, ha_1 9, a31oi_1 5, dfxtp_1 107
clkbuf_16 20
## report_power, final
part	internal [W]	leakage [nW]	total, W	switching [W]
registers	0.00141	1.38	0.00146	0.0000530
logic	0.000106	1.65	0.000211	0.000106
clock network	0.000778	0.305	0.00135	0.000574
total	0.00229	3.33	0.00302	0.000733
## final timing paths
kind / to / slack, ns / from / cells past startpoint
worst max-delay path: spi_sck / 0.67 / clk / 4
worst min-delay path: flash_wr_req_r$_DFF_P_ / 0.37 / flash_wr_req$_SDFF_PP0_ / 0
worst max register to register: wr_data[6]$_SDFFE_PP0P_ / 1.78 / spi_cs$_SDFFE_PP1P_ / 8
worst min register to register: flash_wr_req_r$_DFF_P_ / 0.37 / flash_wr_req$_SDFF_PP0_ / 0
## per-layer routing
metal | share of wire, % | up-vias | global-route usage [%]
met4 | 0.55 | 0 | 1.66
li1 | - | 3160 | -
met5 | 0 | - | 0
met2 | 42 | 221 | 35.8
met3 | 8.3 | 7 | 7.40
met1 | 49 | 3023 | 42.2
## sequential cells by signal (all words and copies together) (netlist names)
signal / flops
bit_cnt: 4
block_erase_done: 1
byte_cnt: 17
cur_state: 6
flash_addr_d0: 24
flash_length_d0: 16
flash_rd_data: 8
flash_rd_vld: 1
flash_wr_addr: 24
flash_wr_req: 1
flash_wr_req_r: 1
next_state: 6
rd_busy: 1
spi_cs: 1
spi_cs_down: 1
wr_busy: 1
wr_data: 32
wr_length: 16
## cell families after synthesis
| logic type | count (synthesis) |
|---|---|
| AND-OR/OR-AND | 192 |
| XOR/XNOR | 80 |
| adder cells (fa/ha/maj) | 9 |
| buffers and inverters | 81 |
| flip-flops | 155 |
| latches | 6 |
| multiplexers | 27 |
| AND/OR/NAND/NOR | 297 |
## worst max-delay path, delay by kind of cell
kind / cells / cell delay, ns
buffers and inverters: 3 / 0.72
and+or+nand+nor: 1 / 0.05
## metrics by stage
step	total power, W	setup slack, ns
final	0.00302	0.675
after floorplan	0.00160	1.42
after CTS	0.00305	0.658
after global routing	0.00314	0.640
after detailed placement	0.00170	0.938
after global placement	0.00169	0.940
Power figures rest on the tool's default switching activity, not on a simulated workload.
